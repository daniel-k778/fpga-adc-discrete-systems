$ cat design/flow/config.mk
export PLATFORM = sky130hd
export DESIGN_NAME = discrete_pwm_adc
export DESIGN_NICKNAME = discrete_pwm_adc
export VERILOG_FILES = /design/flow/design.v
export SDC_FILE = /design/flow/constraint.sdc
export NUM_CORES = 4
export LEC_CHECK = 1
export CORE_UTILIZATION = 50
$ cat design/flow/constraint.sdc
current_design discrete_pwm_adc

set clk_period 12.7
set clk_io_pct 0.2

create_clock -name clk0 -period $clk_period [get_ports {clk}]

set non_clock_inputs [all_inputs -no_clocks]
set_input_delay [expr $clk_period * $clk_io_pct] -clock clk0 $non_clock_inputs
set_output_delay [expr $clk_period * $clk_io_pct] -clock clk0 [all_outputs]
$ cat design/flow/design.v
module averager
    #(parameter int
        power = 8,  
        N = 12)     
    (
        input logic clk,
        reset,
        EN,
        input logic [N-1:0] Din,    
        output logic [N-1:0] Q      
    );
    logic [N-1:0] REG_ARRAY [2**power:1];
    logic [power+N-1:0] sum;
    assign Q = sum[power+N-1:power];
    always_ff @(posedge clk) begin
        if (reset) begin
            sum <= 0;
            for (int j = 1; j <= 2**power; j++) begin
                REG_ARRAY[j] <= 0;
            end
        end
        else if (EN) begin
            sum <= sum + Din - REG_ARRAY[2**power];
            for (int j = 2**power; j > 1; j--) begin
                REG_ARRAY[j] <= REG_ARRAY[j-1];
            end
            REG_ARRAY[1] <= Din;
        end
    end
endmodule
module discrete_pwm_adc #(
    parameter int WIDTH = 8
)(
    input  logic             clk,
    input  logic             reset,
    input  logic             enable,
    input  logic             algo_sar,     
    input  logic             comp_in,      
    output logic             pwm_out,
    output logic [WIDTH-1:0] raw8,         
    output logic [WIDTH-1:0] avg8,         
    output logic [15:0]      scaled_9999,  
    output logic             ready_pulse   
);
    logic comp_meta;    
    logic comp_sync;    
    logic comp_prev;    
    always_ff @(posedge clk) begin
        if (reset) begin
            comp_meta <= 1'b0;
            comp_sync <= 1'b0;
            comp_prev <= 1'b0;
        end else begin
            comp_meta <= comp_in;     
            comp_sync <= comp_meta;   
            comp_prev <= comp_sync;   
        end
    end
    logic ready_ramp;
    assign ready_ramp = (~comp_sync & comp_prev) && enable && !algo_sar;
    logic [WIDTH-1:0] ramp_code;
    logic             pwm_ramp;
    ramp_waveform #(
        .WIDTH        (WIDTH),
        .WAVE_FREQ_HZ (5)
    ) u_ramp (
        .clk     (clk),
        .reset   (reset),
        .enable  (enable && !algo_sar),
        .pwm_out (pwm_ramp),
        .R2R_out (ramp_code)
    );
    logic [WIDTH-1:0] sar_code;
    logic             ready_sar;
    sar_controller #(
        .WIDTH(WIDTH),
        .SETTLE_CYCLES(1000000)
    ) u_sar (
        .clk         (clk),
        .reset       (reset),
        .enable      (enable && algo_sar),
        .comp_in     (comp_in),
        .dac_code    (sar_code),
        .ready_pulse (ready_sar)
    );
    logic [WIDTH-1:0] carrier;
    logic             pwm_sar;
    always_ff @(posedge clk or posedge reset) begin
        if (reset) begin
            carrier <= '0;
        end else if (enable && algo_sar) begin
            carrier <= carrier + 1'b1;
        end else if (!enable || !algo_sar) begin
            carrier <= '0;
        end
    end
    assign pwm_sar = (enable && algo_sar) ? (carrier < sar_code) : 1'b0;  
    logic [WIDTH-1:0] active_code;
    logic             active_ready;
    always_comb begin
        if (algo_sar) begin
            active_code  = sar_code;
            active_ready = ready_sar;
            pwm_out      = pwm_sar;
        end else begin
            active_code  = ramp_code;
            active_ready = ready_ramp;
            pwm_out      = pwm_ramp;
        end
    end
    assign ready_pulse = active_ready;
    always_ff @(posedge clk) begin
        if (reset)
            raw8 <= '0;
        else if (active_ready)
            raw8 <= active_code;
    end
    averager #(
        .power (2),
        .N     (WIDTH)
    ) u_avg (
        .clk   (clk),
        .reset (reset),
        .EN    (active_ready),
        .Din   (raw8),
        .Q     (avg8)
    );
    scaler8_to_9999 u_scale (
        .clk    (clk),
        .reset  (reset),
        .en     (active_ready),
        .code8  (avg8),
        .scaled (scaled_9999)
    );
endmodule
module ramp_waveform #(
    parameter int WIDTH          = 8,              
    parameter int CLOCK_FREQ     = 100_000_000,    
    parameter int WAVE_FREQ_HZ   = 1,              
    parameter bit ZERO_WHEN_DISABLED = 1           
) (
    input  logic               clk,
    input  logic               reset,
    input  logic               enable,
    output logic               pwm_out,            
    output logic [WIDTH-1:0]   R2R_out             
);
    localparam int unsigned STEPS           = (1 << WIDTH);
    localparam int unsigned TICKS_PER_STEP0 = (WAVE_FREQ_HZ == 0) ? 1 : (CLOCK_FREQ / (WAVE_FREQ_HZ * STEPS));
    localparam int unsigned TICKS_PER_STEP  = (TICKS_PER_STEP0 == 0) ? 1 : TICKS_PER_STEP0;
    localparam int unsigned STEP_DIV_WIDTH  = (TICKS_PER_STEP <= 1) ? 1 : $clog2(TICKS_PER_STEP);
    logic [WIDTH-1:0] ramp;
    logic [WIDTH-1:0] carrier;
    logic [STEP_DIV_WIDTH-1:0] step_div;
    logic step_tick;
    assign step_tick = (step_div == TICKS_PER_STEP-1);
    always_ff @(posedge clk or posedge reset) begin
        if (reset)
            step_div <= '0;
        else if (enable)
            step_div <= step_tick ? '0 : (step_div + 1'b1);
        else if (ZERO_WHEN_DISABLED)
            step_div <= '0;
    end
    always_ff @(posedge clk or posedge reset) begin
        if (reset)
            ramp <= '0;
        else if (enable && step_tick)
            ramp <= ramp + 1'b1;     
        else if (!enable && ZERO_WHEN_DISABLED)
            ramp <= '0;
    end
    always_ff @(posedge clk or posedge reset) begin
        if (reset)
            carrier <= '0;
        else if (enable)
            carrier <= carrier + 1'b1;
        else if (ZERO_WHEN_DISABLED)
            carrier <= '0;
    end
    assign pwm_out = enable && (carrier < ramp); 
    assign R2R_out = enable ? ramp : '0;
endmodule
module sar_controller #(
    parameter int WIDTH          = 8,
    parameter int SETTLE_CYCLES  = 5000   
)(
    input  logic             clk,
    input  logic             reset,
    input  logic             enable,      
    input  logic             comp_in,     
    output logic [WIDTH-1:0] dac_code,    
    output logic             ready_pulse  
);
    logic comp_meta, comp_sync;
    always_ff @(posedge clk) begin
        if (reset) begin
            comp_meta <= 1'b0;
            comp_sync <= 1'b0;
        end else begin
            comp_meta <= comp_in;
            comp_sync <= comp_meta;
        end
    end
    typedef enum logic [2:0] {
        S_IDLE,
        S_START,
        S_SETBIT,
        S_WAIT,
        S_COMPARE,
        S_DONE
    } state_t;
    state_t state, next_state;
    localparam int BIT_INDEX_WIDTH = (WIDTH <= 1) ? 1 : $clog2(WIDTH);
    logic [BIT_INDEX_WIDTH-1:0] bit_index, bit_index_next;
    localparam int SETTLE_WIDTH = (SETTLE_CYCLES <= 1) ? 1 : $clog2(SETTLE_CYCLES);
    logic [SETTLE_WIDTH-1:0] settle_cnt, settle_cnt_next;
    logic                    settle_done;
    assign settle_done = (settle_cnt == SETTLE_CYCLES-1);
    logic [WIDTH-1:0] dac_code_next;
    logic             ready_pulse_next;
    always_ff @(posedge clk) begin
        if (reset) begin
            state       <= S_IDLE;
            dac_code    <= '0;
            bit_index   <= '0;
            settle_cnt  <= '0;
            ready_pulse <= 1'b0;
        end else begin
            state       <= next_state;
            dac_code    <= dac_code_next;
            bit_index   <= bit_index_next;
            settle_cnt  <= settle_cnt_next;
            ready_pulse <= ready_pulse_next;
        end
    end
    always_comb begin
        next_state       = state;
        dac_code_next    = dac_code;
        bit_index_next   = bit_index;
        settle_cnt_next  = settle_cnt;
        ready_pulse_next = 1'b0;    
        case (state)
            S_IDLE: begin
                settle_cnt_next = '0;
                if (enable) begin
                    next_state     = S_START;
                end
            end
            S_START: begin
                dac_code_next   = '0;
                bit_index_next  = WIDTH-1;
                settle_cnt_next = '0;
                next_state      = S_SETBIT;
            end
            S_SETBIT: begin
                dac_code_next              = dac_code;
                dac_code_next[bit_index]   = 1'b1;
                settle_cnt_next            = '0;
                next_state                 = S_WAIT;
            end
            S_WAIT: begin
                if (!settle_done) begin
                    settle_cnt_next = settle_cnt + 1'b1;
                    next_state      = S_WAIT;
                end else begin
                    next_state      = S_COMPARE;
                end
            end
            S_COMPARE: begin
                dac_code_next = dac_code;
                if (!comp_sync) begin
                    dac_code_next[bit_index] = 1'b0;
                end
                if (bit_index != '0) begin
                    bit_index_next = bit_index - 1'b1;
                    next_state     = S_SETBIT;
                end else begin  
                    next_state     = S_DONE;
                end
            end
            S_DONE: begin
                ready_pulse_next = 1'b1;
                if (enable)
                    next_state = S_START;
                else
                    next_state = S_IDLE;
            end
            default: begin
                next_state = S_IDLE;
            end
        endcase
    end
endmodule
module scaler8_to_9999(
    input  logic       clk,
    input  logic       reset,
    input  logic       en,        
    input  logic [7:0] code8,
    output logic [15:0] scaled
);
    localparam int FACTOR = 1284891;
    localparam int SHIFT  = 15;
    logic [31:0] prod;
    always_ff @(posedge clk) begin
        if (reset) begin
            prod   <= 32'd0;
            scaled <= 16'd0;
        end else if (en) begin
            prod   <= code8 * FACTOR;
            scaled <= prod[SHIFT +: 16];  
        end
    end
endmodule
$ cat design/flow/run.sh
#!/bin/bash
# OpenROAD 26Q1-2900-gdf79404cd8, Yosys 0.63+post, stock flow scripts
make -C /OpenROAD-flow-scripts/flow DESIGN_CONFIG=/design/flow/config.mk WORK_HOME=/design/flow/orfs finish
==> PnR_summary.wiki <==
== Run summary ==
{| class="wikitable"
! Metric !! Value
|-
| Outcome || finished clean
|-
| Leading cell type in the layout, fill and taps excluded || nand2_1
|-
| Floorplan utilization || 0.516
|-
| Dominant cells by area after synthesis || dfxtp_1 24%, ha_1 13%, dfrtp_1 10%
|-
| Power per unit of standard cell area || 97.4 nW/um^2
|-
| Total inserted antenna cells || 0
|-
| Post-route non-filler standard cell count || between 1,000 and 1,500
|-
| Number of antenna violations at the first check in global routing || 0
|-
| Standard-cell row count || around 50
|-
| Congestion Overflow GR || 0
|-
| Final routed DRC violation total || 0
|-
| Final setup violation count || 0
|-
| Setup fix buffers added after clock tree synthesis || 0
|-
| Critical Path AT || between 5 and 6 ns
|-
| DIE WIDTH || 142 um
|-
| Number of enable flip-flop cells || 0
|-
| Number of max-cap violations || 0
|-
| Critical path peak fanout || 70
|-
| Sequential standard cell area || between 3000 and 4000 sq um
|-
| Count of hold-fix buffers inserted at cts || 0
|-
| TritonCTS clock tree || yes
|-
| Kind of path behind the tightest hold check || reg -> reg
|-
| Routed Wire Length || ~19,000 um
|-
| RSZ-0062 raised after global routing || false
|-
| Top library cells by usage in the layout, fill and taps aside || 161 x nand2_1, 129 x inv_1, 119 x dfxtp_1, 105 x a21oi_1, 104 x ha_1
|-
| Maximum clock skew at final layout || between 0.01 and 0.015 ns
|-
| PortBufs || 36
|-
| Number of H-tree branching levels || 4
|-
| Global-route wire length before repair || 33,500 um
|-
| Fraction of final layout cells sized beyond drive strength 1 || 0.0508
|-
| I/O pin cnt || 39
|-
| Maximum VDD drop || 0.0896 mV
|-
| Fill count || roughly 1,700
|-
| Area used by multi-input combinational logic || 5690 sq um
|-
| Clock transition at path regs || 0.06 ns
|-
| Number of violations reported at the end of detailed-routing iteration 0 || 439
|-
| Proportion of register bits with asynchronous set or reset after synthesis || 0.256
|-
| Hold Violations, Final || 0
|-
| Via count normalized by instance count || roughly 5.1
|-
| Number of cells upsized or downsized after cts || 0
|-
| Shortest period the worst path allows || between 7 and 8 ns
|-
| Area growth from synthesis to layout || 11.5%
|-
| Vias after detailed routing || 7,262
|-
| Routed wire per std cell || 13.5 um
|-
| Stage-log warning count || 30
|-
| Maximum clock frequency || 0.127 GHz
|-
| Critical setup path kind || in -> out
|-
| Total core area || 19,000 sq um
|-
| Number of warnings reported in the yosys synthesis log || 6
|-
| Cell variety after synth || 63
|-
| Type of origin of the critical path || primary input
|-
| Largest buffer count on any clock path || 2
|-
| Crit share post-route || 0.618
|-
| GRT Util Overall || 0.215
|-
| Number of sinks on the clock net || 160
|-
| Number of global-route vias before repair || between 6,000 and 7,000
|-
| Cells after DPL || 1,390
|-
| Fraction of synthesized cell area taken by the top area cell type || 0.243
|-
| Insertion delay at the late pin of the worst-skew pair || 0.42 ns
|-
| Number of standard cells after synthesis || 1,132
|-
| Post-synth seq share || 0.348
|-
| CP Capture Type || output pin
|-
| Clock root buffer || clkbuf_16
|-
| Max-slew violation count || 0
|-
| First-pass detailed-route iteration total || 4
|-
| Final estimated routing congestion in global placement || 0.905
|-
| Vertical die dimension || 142 um
|-
| Predominant post-synthesis flop cell || dfxtp_1
|-
| Sum of negative setup slack || 0 ns
|-
| Required time at the worst-slack endpoint || 10.16 ns
|-
| Average instance area after synthesis || 8.65 sq um
|-
| Static power due to leakage || 0.00474 uW
|-
| Overall chip area || around 20,000 sq um
|-
| Number of cells in Yosys stat || 1,132
|-
| Register bit total from synthesis || 160
|-
| Cell taking the most area after synthesis || dfxtp_1
|-
| Chip Area, Yosys || 9790 sq um
|-
| Half-perimeter wire length after detailed placement || 14,000 um
|-
| Largest net degree at the start of global routing || 75
|-
| Worst relative slew slack || 0.427
|-
| Worst-case register-to-register setup slack || around 8 ns
|-
| TritonCTS Buffers || 17
|-
| Area of the mapped netlist || 9790 sq um
|-
| Actual transition at the worst max-transition pin || 0.852 ns
|-
| Routed Antenna Nets || 0
|}
-- layout make-up --
| class | instances | area share |
|---|---|---|
| Clock buffer | 17 | 0.0390 |
| Clock inverter | 15 | 0.0159 |
| Inverter | 131 | 0.0451 |
| Multi-Input combinational cell | 798 | 0.522 |
| Sequential cell | 160 | 0.312 |
| Tap cell | 260 | 0.0298 |
| Timing Repair Buffer | 41 | 0.0362 |
-- report_power, final --
part / leakage [uW] / internal [uW] / switching [uW]
logic: 0.00292 / 15.5 / 31.2
clock network: 0.000287 / 280 / 226
registers: 0.00153 / 507 / 3.18
-- critical path, cell delays in order --
cell and delay [ns]:
clkdlybuf4s50_1 0.74, nor2b_1 0.54, a32oi_4 0.23, inv_2 0.09, buf_4 0.56, clkdlybuf4s50_1 0.59
-- synthesized netlist by cell type, types with 5 or more instances --
cell type and n:
inv_1 129, or3_1 10, nand2b_1 9, a211oi_1 21
a22o_1 5, xor2_1 33, nand4_1 13, dfxtp_1 119
xnor2_1 28, nor3_1 11, clkbuf_1 26, nor2b_1 9
dfrtp_1 41, nand2_1 161, nor2_1 84, a21o_1 18
buf_2 7, nand3_1 37, buf_4 10, o21ai_0 31
a21oi_1 105, and3_1 20, fa_1 39, ha_1 104
-- final timing paths --
check,endpoint,depth (start not counted),startpoint
worst min register to register,u_scale.scaled[11]$_SDFFE_PP0P_,2,u_scale.scaled[11]$_SDFFE_PP0P_
min in group asynchronous,carrier[2]$_DFF_PP0_,3,reset
max in group asynchronous,u_ramp.step_div[5]$_DFF_PP0_,3,reset
worst min-delay path,u_scale.scaled[11]$_SDFFE_PP0P_,2,u_scale.scaled[11]$_SDFFE_PP0P_
worst max-delay path,ready_pulse,6,algo_sar
worst max register to register,u_scale.prod[25]$_SDFFE_PP0P_,17,u_avg.sum[8]$_SDFFE_PP0P_
-- metrics by stage --
step / hold WS (ns) / power [uW] / area (sq um) / setup slack (ns) / util
CTS: 0.451 / 1080 / 10900 / 4.84 / 0.576
detailed placement: 0.436 / 568 / 10300 / 4.84 / 0.544
floorplan: 0.414 / 556 / 9790 / 6.50 / -
global placement: 0.438 / 568 / 10300 / 4.94 / 0.544
global route: 0.464 / 1110 / 10900 / 4.63 / 0.576
finish: 0.447 / 1060 / 10900 / 4.85 / 0.576
-- flip-flops by register name, summed over array words and instances (netlist names) --
name               cells
comp_prev              1
u_sar.comp_meta        1
u_scale.prod          14
raw8                   8
u_avg.REG_ARRAY       32
u_scale.scaled        14
u_sar.ready_pulse      1
u_sar.dac_code         8
u_ramp.step_div       17
u_ramp.carrier         8
u_avg.sum             10
u_sar.bit_index        3
carrier                8
u_ramp.ramp            8
u_sar.state            6
u_sar.settle_cnt      20
u_sar.comp_sync        1
-- kinds of logic after synthesis --
group | count (synthesis) | synth area share
AOI/OAI and AO/OA | 214 | 0.135
xor gates and xnor gates | 61 | 0.0546
adders and majority gates | 143 | 0.213
buffers and inverters | 175 | 0.0718
DFF | 160 | 0.348
muxes | 2 | 0.00217
other | 1 | 0.000383
and+or+nand+nor | 376 | 0.175
-- metal layers --
layer / wire length, um / share of wire / global-route usage
met1: 9490 / 0.49 / 0.330
met2: 8940 / 0.47 / 0.347
met3: 656 / 0.034 / 0.0344
met4: 124 / 0.0065 / 0.0153
met5: 0 / 0 / 0
Power figures rest on the tool's default switching activity, not on a simulated workload.
