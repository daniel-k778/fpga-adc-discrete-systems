--- design/flow/run.sh ---
#!/bin/bash
# OpenROAD 26Q1-2900-gdf79404cd8, Yosys 0.63+post, stock flow scripts
make -C /OpenROAD-flow-scripts/flow DESIGN_CONFIG=/design/flow/config.mk WORK_HOME=/design/flow/orfs finish
--- design/flow/config.mk ---
export PLATFORM = sky130hd
export DESIGN_NAME = discrete_r2r_adc
export DESIGN_NICKNAME = discrete_r2r_adc
export VERILOG_FILES = /design/flow/design.v
export SDC_FILE = /design/flow/constraint.sdc
export NUM_CORES = 4
export LEC_CHECK = 1
export CORE_UTILIZATION = 40
--- design/flow/constraint.sdc ---
current_design discrete_r2r_adc

set clk_period 11.9
set clk_io_pct 0.2

create_clock -name clk0 -period $clk_period [get_ports {clk}]

set non_clock_inputs [all_inputs -no_clocks]
set_input_delay [expr $clk_period * $clk_io_pct] -clock clk0 $non_clock_inputs
set_output_delay [expr $clk_period * $clk_io_pct] -clock clk0 [all_outputs]
--- design/flow/design.v ---
module averager
    #(parameter int
        power = 8,  
        N = 12)     
    (
        input logic clk,
        reset,
        EN,
        input logic [N-1:0] Din,    
        output logic [N-1:0] Q      
    );
    logic [N-1:0] REG_ARRAY [2**power:1];
    logic [power+N-1:0] sum;
    assign Q = sum[power+N-1:power];
    always_ff @(posedge clk) begin
        if (reset) begin
            sum <= 0;
            for (int j = 1; j <= 2**power; j++) begin
                REG_ARRAY[j] <= 0;
            end
        end
        else if (EN) begin
            sum <= sum + Din - REG_ARRAY[2**power];
            for (int j = 2**power; j > 1; j--) begin
                REG_ARRAY[j] <= REG_ARRAY[j-1];
            end
            REG_ARRAY[1] <= Din;
        end
    end
endmodule
module discrete_r2r_adc #(
    parameter int WIDTH = 8
)(
    input  logic             clk,
    input  logic             reset,
    input  logic             enable,
    input  logic             algo_sar,     
    input  logic             comp_in,      
    output logic [WIDTH-1:0] R2R_out,      
    output logic [WIDTH-1:0] raw8,
    output logic [WIDTH-1:0] avg8,
    output logic [15:0]      scaled_9999,
    output logic             ready_pulse
);
    logic comp_meta;    
    logic comp_sync;    
    logic comp_prev;    
    always_ff @(posedge clk) begin
        if (reset) begin
            comp_meta <= 1'b0;
            comp_sync <= 1'b0;
            comp_prev <= 1'b0;
        end else begin
            comp_meta <= comp_in;     
            comp_sync <= comp_meta;   
            comp_prev <= comp_sync;   
        end
    end
    logic ready_ramp;
    assign ready_ramp = (~comp_sync & comp_prev) && enable && !algo_sar;
    logic               dummy_pwm;
    logic [WIDTH-1:0]   ramp_code;
    ramp_waveform #(
        .WIDTH        (WIDTH),
        .WAVE_FREQ_HZ (5)
    ) u_ramp (
        .clk     (clk),
        .reset   (reset),
        .enable  (enable && !algo_sar),
        .pwm_out (dummy_pwm),  
        .R2R_out (ramp_code)
    );
    logic [WIDTH-1:0] sar_code;
    logic             ready_sar;
    sar_controller #(
        .WIDTH(WIDTH),
        .SETTLE_CYCLES(1000000)
    ) u_sar (
        .clk         (clk),
        .reset       (reset),
        .enable      (enable && algo_sar),
        .comp_in     (comp_in),
        .dac_code    (sar_code),
        .ready_pulse (ready_sar)
    );
    logic [WIDTH-1:0] active_code;
    logic             active_ready;
    always_comb begin
        if (algo_sar) begin
            active_code  = sar_code;
            active_ready = ready_sar;
        end else begin
            active_code  = ramp_code;
            active_ready = ready_ramp;
        end
    end
    assign R2R_out    = active_code;
    assign ready_pulse = active_ready;
    always_ff @(posedge clk) begin
        if (reset)
            raw8 <= '0;
        else if (active_ready)
            raw8 <= active_code;
    end
    averager #(
        .power (2),
        .N     (WIDTH)
    ) u_avg (
        .clk   (clk),
        .reset (reset),
        .EN    (active_ready),
        .Din   (raw8),
        .Q     (avg8)
    );
    scaler8_to_9999 u_scale (
        .clk    (clk),
        .reset  (reset),
        .en     (active_ready),
        .code8  (avg8),
        .scaled (scaled_9999)
    );
endmodule
module ramp_waveform #(
    parameter int WIDTH          = 8,              
    parameter int CLOCK_FREQ     = 100_000_000,    
    parameter int WAVE_FREQ_HZ   = 1,              
    parameter bit ZERO_WHEN_DISABLED = 1           
) (
    input  logic               clk,
    input  logic               reset,
    input  logic               enable,
    output logic               pwm_out,            
    output logic [WIDTH-1:0]   R2R_out             
);
    localparam int unsigned STEPS           = (1 << WIDTH);
    localparam int unsigned TICKS_PER_STEP0 = (WAVE_FREQ_HZ == 0) ? 1 : (CLOCK_FREQ / (WAVE_FREQ_HZ * STEPS));
    localparam int unsigned TICKS_PER_STEP  = (TICKS_PER_STEP0 == 0) ? 1 : TICKS_PER_STEP0;
    localparam int unsigned STEP_DIV_WIDTH  = (TICKS_PER_STEP <= 1) ? 1 : $clog2(TICKS_PER_STEP);
    logic [WIDTH-1:0] ramp;
    logic [WIDTH-1:0] carrier;
    logic [STEP_DIV_WIDTH-1:0] step_div;
    logic step_tick;
    assign step_tick = (step_div == TICKS_PER_STEP-1);
    always_ff @(posedge clk or posedge reset) begin
        if (reset)
            step_div <= '0;
        else if (enable)
            step_div <= step_tick ? '0 : (step_div + 1'b1);
        else if (ZERO_WHEN_DISABLED)
            step_div <= '0;
    end
    always_ff @(posedge clk or posedge reset) begin
        if (reset)
            ramp <= '0;
        else if (enable && step_tick)
            ramp <= ramp + 1'b1;     
        else if (!enable && ZERO_WHEN_DISABLED)
            ramp <= '0;
    end
    always_ff @(posedge clk or posedge reset) begin
        if (reset)
            carrier <= '0;
        else if (enable)
            carrier <= carrier + 1'b1;
        else if (ZERO_WHEN_DISABLED)
            carrier <= '0;
    end
    assign pwm_out = enable && (carrier < ramp); 
    assign R2R_out = enable ? ramp : '0;
endmodule
module sar_controller #(
    parameter int WIDTH          = 8,
    parameter int SETTLE_CYCLES  = 5000   
)(
    input  logic             clk,
    input  logic             reset,
    input  logic             enable,      
    input  logic             comp_in,     
    output logic [WIDTH-1:0] dac_code,    
    output logic             ready_pulse  
);
    logic comp_meta, comp_sync;
    always_ff @(posedge clk) begin
        if (reset) begin
            comp_meta <= 1'b0;
            comp_sync <= 1'b0;
        end else begin
            comp_meta <= comp_in;
            comp_sync <= comp_meta;
        end
    end
    typedef enum logic [2:0] {
        S_IDLE,
        S_START,
        S_SETBIT,
        S_WAIT,
        S_COMPARE,
        S_DONE
    } state_t;
    state_t state, next_state;
    localparam int BIT_INDEX_WIDTH = (WIDTH <= 1) ? 1 : $clog2(WIDTH);
    logic [BIT_INDEX_WIDTH-1:0] bit_index, bit_index_next;
    localparam int SETTLE_WIDTH = (SETTLE_CYCLES <= 1) ? 1 : $clog2(SETTLE_CYCLES);
    logic [SETTLE_WIDTH-1:0] settle_cnt, settle_cnt_next;
    logic                    settle_done;
    assign settle_done = (settle_cnt == SETTLE_CYCLES-1);
    logic [WIDTH-1:0] dac_code_next;
    logic             ready_pulse_next;
    always_ff @(posedge clk) begin
        if (reset) begin
            state       <= S_IDLE;
            dac_code    <= '0;
            bit_index   <= '0;
            settle_cnt  <= '0;
            ready_pulse <= 1'b0;
        end else begin
            state       <= next_state;
            dac_code    <= dac_code_next;
            bit_index   <= bit_index_next;
            settle_cnt  <= settle_cnt_next;
            ready_pulse <= ready_pulse_next;
        end
    end
    always_comb begin
        next_state       = state;
        dac_code_next    = dac_code;
        bit_index_next   = bit_index;
        settle_cnt_next  = settle_cnt;
        ready_pulse_next = 1'b0;    
        case (state)
            S_IDLE: begin
                settle_cnt_next = '0;
                if (enable) begin
                    next_state     = S_START;
                end
            end
            S_START: begin
                dac_code_next   = '0;
                bit_index_next  = WIDTH-1;
                settle_cnt_next = '0;
                next_state      = S_SETBIT;
            end
            S_SETBIT: begin
                dac_code_next              = dac_code;
                dac_code_next[bit_index]   = 1'b1;
                settle_cnt_next            = '0;
                next_state                 = S_WAIT;
            end
            S_WAIT: begin
                if (!settle_done) begin
                    settle_cnt_next = settle_cnt + 1'b1;
                    next_state      = S_WAIT;
                end else begin
                    next_state      = S_COMPARE;
                end
            end
            S_COMPARE: begin
                dac_code_next = dac_code;
                if (!comp_sync) begin
                    dac_code_next[bit_index] = 1'b0;
                end
                if (bit_index != '0) begin
                    bit_index_next = bit_index - 1'b1;
                    next_state     = S_SETBIT;
                end else begin  
                    next_state     = S_DONE;
                end
            end
            S_DONE: begin
                ready_pulse_next = 1'b1;
                if (enable)
                    next_state = S_START;
                else
                    next_state = S_IDLE;
            end
            default: begin
                next_state = S_IDLE;
            end
        endcase
    end
endmodule
module scaler8_to_9999(
    input  logic       clk,
    input  logic       reset,
    input  logic       en,        
    input  logic [7:0] code8,
    output logic [15:0] scaled
);
    localparam int FACTOR = 1284891;
    localparam int SHIFT  = 15;
    logic [31:0] prod;
    always_ff @(posedge clk) begin
        if (reset) begin
            prod   <= 32'd0;
            scaled <= 16'd0;
        end else if (en) begin
            prod   <= code8 * FACTOR;
            scaled <= prod[SHIFT +: 16];  
        end
    end
endmodule
==> results.py <==
# Metrics from the implementation run
metrics = {
    "outcome": {
        "outcome": "complete, no violations",
    },
    "final_timing": {
        "fin_setup_tns_ns": 0,
        "fin_skew_ns": 0.00539,
        "max_freq_mhz": 150,
        "setup_viol": 0,
        "rsz0062_at_grt": "no",
        "hold_viol": 0,
        "maxSlewHeadroom_pct": 42.1,
        "worst_slack_ns": 5.24,
        "period_needed_ns": 6.66,
        "drv_slew": 0,
        "worst_slew_pin_slew_ns": 0.861,
        "finalCritPeriodShare_pct": 56.0,
    },
    "hold_path": {
        "worstHoldPathType": "reg2reg",
    },
    "clock_tree": {
        "clk_pin_slew_ns": 0.06,
        "clock_sinks": 144,
        "cts_buffers": 17,
        "post_cts_buffers": 0,
        "worstSkewPairLatency_ns": 0.41,
        "root_buffer": "clkbuf_16",
        "cts-resized-gates": 0,
        "h-tree-depth": 4,
        "cts_tree": "built",
        "clockBufferDepth": 2,
        "cts_hold_buffers": 0,
    },
    "global_route": {
        "grt_pass1_vias": 6077,
        "antenna_found_initial": 0,
        "track_usage_pct": 17.9,
        "grt_max_degree": 71,
        "grt_first_pass_wirelength_um": 30900,
        "grt_overflow": 0,
    },
    "worst_setup_path": {
        "path_delay_family": "buffers and inverters",
        "cpMaxStageDelayCell": "clkdlybuf4s50_1",
        "crit_buf_inv": 4,
        "crit_chain": "clkdlybuf4s50_1 -> nor2b_1 -> a22oi_2 -> buf_4 -> inv_2 -> clkdlybuf4s50_1",
        "slowest_delay_ns": 0.78,
        "cp.arrival_ns": 4.28,
        "crit_path_end_kind": "primary output",
        "crit_top_cell": "clkdlybuf4s50_1",
        "start_kind": "primary input",
        "worstSetupPathType": "in2out",
        "crit_path_max_fanout": 25,
        "crit_required_ns": 9.52,
    },
    "power_and_ir_drop": {
        "power_frac_comb_pct": 4.2,
        "vdd_drop_max_mv": 0.109,
        "power_w": 0.00107,
        "pwr-share-clk_pct": 50.1,
        "intPower_w": 0.000837,
        "p_seq_share_pct": 45.7,
        "p_leak_nw": 4.24,
        "p_switching_w": 0.000231,
        "p_sw_share_pct": 21.6,
        "p_per_area_nw_per_um2": 108,
    },
    "routing": {
        "num_antenna_cells": 0,
        "finalWirelength_um": 18200,
        "drt-initial-drc-count": 359,
        "wl_per_cell_um": 13.7,
        "detail-route-antenna-nets": 0,
        "drcViolationCount": 0,
        "dr.pass1.iters": 4,
        "viasPerCell": 4.96,
        "dr_total_vias": 6558,
    },
    "yosys": {
        "synthesis.instances": 1011,
        "ys_types": 56,
        "synth-edff-count": 0,
        "ys_chip_area_um2": 8660,
        "synth.avg_cell_area_um2": 8.57,
        "ys_cells": 1011,
        "seq_area_frac_synth_pct": 34.7,
        "ys_warn_count": 6,
        "synthArstFlopShare_pct": 17.4,
        "syn_area_um2": 8660,
        "yosys_most_used_dff": "dfxtp_1",
        "ys_ff": 144,
    },
    "floorplan": {
        "die_w_um": 149,
        "dieArea_um2": 22200,
        "fp-utilization_pct": 40.9,
        "core_area_um2": 21200,
        "die_height_um": 149,
        "rows": 53,
        "io_pins": 46,
    },
    "finish": {
        "drive_gt1_share_pct": 4.39,
        "flop_area_um2": 3010,
        "syn2layout_area_growth_pct": 13.9,
        "instances_no_fill": 1322,
        "comb_area_um2": 5040,
        "fill_cells": 1972,
        "fin_util_pct": 46.6,
    },
    "placement": {
        "post-place-ws_ns": 5.24,
        "portBuffers": 43,
        "gp_congestion": 0.853,
        "dp_cells": 1290,
        "dp_hpwl_um": 13100,
    },
    "job": {
        "warnings": 30,
        "drv_cap": 0,
    },
}
-- worst register-to-register path: cells and delay by family (launching register included) --
| kind | cells | cell delay (ns) |
|---|---|---|
| flops | 1 | 0.51 |
| compound gates | 5 | 1.29 |
| fa+ha+maj | 5 | 1.85 |
| buf+inv | 3 | 0.25 |
| xor+xnor | 1 | 0.36 |
| simple gates | 4 | 0.61 |
-- cells in the mapped netlist (6+ instances only) --
master	number	area share [%]
fa_1	39	9.0
nand2_1	163	7.1
a211oi_1	14	1.2
dfxtp_1	119	28
inv_1	105	4.6
clkbuf_1	32	1.4
a31oi_1	7	0.51
nand3_1	25	1.4
xor2_1	33	3.3
nand2b_1	6	0.43
a21oi_1	95	5.5
a21o_1	8	0.69
nor2b_1	8	0.58
ha_1	88	13
a22o_1	8	0.81
xnor2_1	18	1.8
nor2_1	76	3.3
nand4_1	18	1.3
o21ai_0	26	1.5
nor3_1	10	0.58
or3_1	6	0.43
dfrtp_1	25	7.2
and3_1	12	0.87
buf_4	10	0.87
-- logic make-up (layout without fill, tap and decap cells) --
family | after synthesis | after routing | synth area share (%)
simple gates | 353 | 353 | 18.6
xor+xnor | 51 | 51 | 5.16
other cells | 1 | 2 | 0.0433
fa+ha+maj | 127 | 127 | 21.7
compound gates | 181 | 181 | 12.6
buf+inv | 154 | 189 | 7.22
flops | 144 | 144 | 34.7
-- placed cells by master, fill, tap and decap left out, types with 18 or more instances in the layout --
master,n
a21oi_1,95
dfxtp_1,119
ha_1,88
inv_1,105
xor2_1,33
dfrtp_1,25
o21ai_0,26
clkdlybuf4s50_1,42
nand4_1,18
fa_1,39
nand3_1,25
nand2_1,163
nor2_1,76
xnor2_1,18
-- flip-flops by register name, summed over array words and instances, names as in the netlist, 3 cells and up --
register	flops
raw8	8
u_avg.REG_ARRAY	32
u_avg.sum	10
u_ramp.ramp	8
u_ramp.step_div	17
u_sar.bit_index	3
u_sar.dac_code	8
u_sar.settle_cnt	20
u_sar.state	6
u_scale.prod	14
u_scale.scaled	14
-- cell type report --
type	count	area share [%]
repair buffers	50	4.87
inverters	107	4.07
clock inverters	13	1.45
flip-flops and latches	144	30.5
well taps	275	3.49
multi-input cells	714	51.1
clock buffers	19	4.59
-- through the flow --
step / hold slack, ns / cell area, um2
after detailed placement: 0.425 / 9270
after CTS: 0.438 / 9870
after global routing: 0.451 / 9870
after global placement: 0.422 / 9270
after floorplan: 0.414 / 8670
final: 0.441 / 9870
-- power groups by stage --
stage | clock network, W | logic (W) | registers (W)
after CTS | 0.000545 | 0.0000452 | 0.000488
after global routing | 0.000571 | 0.0000508 | 0.000489
final | 0.000535 | 0.0000447 | 0.000488
-- per-layer routing --
metal  track usage [%]  wire length, um  part of all wire (%)  vias up
met1              29.6             9310                    51     3037
met5                 0                0                     0        -
li1                  -                -                     -     3419
met3              3.06              775                   4.3       11
met4              1.73              174                  0.96        0
met2              26.2             7900                    44       91
-- worst paths after layout --
check | from | end | slack [ns] | cells after the start
max | algo_sar | ready_pulse | 5.24 | 6
min | u_sar.comp_meta | u_sar.comp_sync | 0.44 | 1
max reg2reg | u_avg.sum[8] | u_scale.prod[28] | 6.89 | 18
min reg2reg | u_sar.comp_meta | u_sar.comp_sync | 0.44 | 1
max in group asynchronous | reset | u_ramp.ramp[3] | 9.14 | 3
min in group asynchronous | reset | u_ramp.step_div[7] | 2.46 | 3
No activity file was given, so power comes from the tool's default toggle rates.
